### run.sh
#!/bin/bash
# OpenROAD 26Q1-2900-gdf79404cd8, Yosys 0.63+post, stock flow scripts
make -C /OpenROAD-flow-scripts/flow DESIGN_CONFIG=/design/flow/config.mk WORK_HOME=/design/flow/orfs finish
### config.mk
export PLATFORM = sky130hd
export DESIGN_NAME = baud_gen
export DESIGN_NICKNAME = baud_gen
export VERILOG_FILES = /design/flow/design.v
export SDC_FILE = /design/flow/constraint.sdc
export NUM_CORES = 4
export LEC_CHECK = 1
export CORE_AREA = 10 10 70 70
export DIE_AREA = 0 0 80 80
### constraint.sdc
current_design baud_gen

set clk_period 1.7
set clk_io_pct 0.2

create_clock -name clk0 -period $clk_period [get_ports {clk}]

set non_clock_inputs [all_inputs -no_clocks]
set_input_delay [expr $clk_period * $clk_io_pct] -clock clk0 $non_clock_inputs
set_output_delay [expr $clk_period * $clk_io_pct] -clock clk0 [all_outputs]
### design.v
module baud_gen (
    input wire clk,
    input wire rst_n,
    output wire tick
);
    reg [8:0] cnt;
    always @(posedge clk or negedge rst_n) begin
        if (!rst_n) begin
            cnt <= 9'd0;
        end else begin
            if (cnt == 9'd433) begin
                cnt <= 9'd0;
            end else begin
                cnt <= cnt + 1'b1;
            end
        end
    end
    assign tick = (cnt == 9'd433) ? 1'b1 : 1'b0;
endmodule
==> flow_metrics.tcl <==
# implementation run metrics
set metrics [dict create \
    finalSetupViolations 0 \
    grt_max_degree 10 \
    synthCells 45 \
    ios 3 \
    layout_setup_ws_ps 62.0 \
    cts_tree "done" \
    ys_cells 45 \
    diodes 0 \
    finalCoreUtilization_pct 19.4 \
    syn_avg_cell_area_um2 10.5 \
    power_w 0.000381 \
    antenna_left 0 \
    slew_headroom_pct 73.3 \
    cts_made_buffers 3 \
    drc 0 \
    fin_skew_ps 4.63 \
    openroad.warnings 27 \
    synth_area_um2 472 \
    hp-class "input port to async pin" \
    core_area_um2 3420 \
    die-height_um 80 \
    drv_slew 0 \
    clk_latency_ps 260 \
    cts_max_path_buffers 2 \
    critPathBufInv 1 \
    path_delay_family "simple AND/OR/NAND/NOR gates" \
    peakVddDrop_uv 275 \
    hold_viol 0 \
    wirelength_um 910 \
    tightest_slew_ps 399 \
    slowest_stage "or3b_4" \
    worst-endpoint-arrival_ps 1300 \
    rsz0062_at_grt "yes" \
    slowest_delay_ps 420 \
    fp_util_pct 13.8 \
    ys_types 20 \
    port_buffers 2 \
    grt.overflow.total 0 \
    cap_violations 0 \
    largest_reg_flops 9 \
    p_leak_nw 0.307 \
    numPlacedInstances 103 \
    grt_pass1_vias 377 \
    status "completed" \
    max_freq_mhz 610 \
    rows 21 \
    grt_first_pass_wirelength_mm 1.56 \
    period_needed_ps 1640 \
    ys_seq_elements 9 \
    root_buffer "clkbuf_4" \
    die_x_um 80 \
    drtIter0Drc 5 \
    areaGrowthSynthToFinish_pct 40.3 \
    seq_area_um2 225 \
    cp_max_fo 2 \
    critical_path_class "register to output port" \
    postCtsHoldBufs 0 \
    fillCellCount 397 \
    drive_gt1_share_pct 33.3 \
    top_register "cnt" \
    finalClockPeriodUsage_pct 96.4 \
    cp-end-kind "output port" \
    place_ws_ps -79.6 \
    first_pass_iters 2 \
    power_density_nw_per_um2 575 \
    dp_hpwl_um 735 \
    grt_use_total_pct 3.03 \
    dr_total_vias 383 \
    cts.sinks 9 \
    fp.dieArea_um2 6400 \
    routedWlPerCell_um 8.35 \
    cp.required_ps 1360 \
    synth_chip_area_um2 472 \
    antenna_found_initial 0 \
    htree_num_levels 1 \
    synth_warnings 1 \
    startpoint_type "register" \
    cts.clk_slew.worst_paths_ps 60 \
    routabilityCongestion 0.836 \
    top_regs "cnt x9" \
    avgViaCountPerCell 3.51 \
    comb_area_um2 235 \
    ys_seq_share_pct 47.7 \
    cp_cell_sequence "or3b_4 -> nor3_4 -> buf_2" \
    stdcell_count 109 \
]
## worst reg2reg max path, delay by kind of cell, from the launching register on
kind / cells / cell delay, ps
AND/OR/NAND/NOR: 2 / 200
adder cells (fa/ha/maj): 1 / 130
AND-OR/OR-AND: 1 / 250
flip-flops: 1 / 380
buffers and inverters: 3 / 340
## where the power goes
group	total, W	internal [W]	leakage (nW)	switching [W]
logic	0.00000594	0.00000203	0.174	0.00000392
registers	0.000214	0.000214	0.116	0
clock network	0.000160	0.0000867	0.0177	0.0000738
total	0.000381	0.000303	0.307	0.0000777
## worst paths after layout
path	from	endpoint	slack (ps)	depth (start not counted)
worst max-delay path	cnt[2]	tick	60	3
worst min-delay path	rst_n	cnt[3]	370	1
worst max register to register	cnt[1]	cnt[5]	270	7
worst min register to register	cnt[0]	cnt[1]	550	2
max in group asynchronous	rst_n	cnt[4]	1050	1
min in group clk0	cnt[0]	cnt[1]	550	2
## stage by stage
stage | TNS (ps) | cell area (um2) | hold WS, ps
after floorplan | 0 | 472 | 44.4
after global placement | -69.8 | 624 | 531
after detailed placement | -79.6 | 624 | 550
after CTS | 0 | 654 | 378
after global routing | -16.6 | 662 | 375
final | 0 | 662 | 370
## routing by layer
metal | up-vias | track usage, % | wire length [um]
met5 | - | 0 | 0
met1 | 181 | 3.94 | 472
met3 | 0 | 1.59 | 53
met4 | 0 | 0.352 | 0
li1 | 195 | - | -
met2 | 7 | 4.49 | 384
## placed cells by master, fill, tap and decap left out, types with 2 or more instances in the layout
cell and count:
nor2_1 5, ha_1 2, clkbuf_4 3, nand3_1 6, xnor2_1 3, nand2b_1 2, dfrtp_1 9, inv_1 3
buf_4 12, nand2_1 3
## Yosys cell counts, drive strengths merged
library cell,count,share of area [%]
dfrtp,9,48
nand3,6,6.4
nor2,5,4.0
inv,3,2.4
nand2,3,2.4
xnor2,3,5.6
ha,2,5.3
nand2b,2,2.7
nand4,2,4.0
and4,1,2.1
nand3b,1,1.6
nor3,1,3.4
o211ai,1,1.6
o221ai,1,1.9
o311ai,1,1.9
or3,1,1.3
or3b,1,2.4
or4,1,1.6
xor2,1,1.9
## cell type report
cell class | instances | area share [%]
Inverter | 3 | 1.70
Clock buffer | 3 | 3.40
Multi-Input combinational cell | 33 | 35.5
Tap cell | 46 | 8.70
Timing Repair Buffer | 14 | 15.9
Clock inverter | 1 | 0.756
Sequential cell | 9 | 34.0
## timing repair
| item | CTS | global route |
|---|---|---|
| pin swaps | 2 | 0 |
| resized | 3 | 0 |
| setup endpoints to repair | 1 | 1 |
| buffers inserted | 1 | 1 |
## logic make-up after synthesis
| logic type | count (synthesis) | synth area share (%) |
|---|---|---|
| simple gates | 24 | 31.8 |
| flops | 9 | 47.7 |
| xor+xnor | 4 | 7.43 |
| compound gates | 3 | 5.31 |
| buf+inv | 3 | 2.39 |
| fa+ha+maj | 2 | 5.30 |
Power is estimated from default activity; no workload was simulated.
