===== run.sh =====
#!/bin/bash
# OpenROAD 26Q1-2900-gdf79404cd8, Yosys 0.63+post, stock flow scripts
make -C /OpenROAD-flow-scripts/flow DESIGN_CONFIG=/design/flow/config.mk WORK_HOME=/design/flow/orfs finish

===== config.mk =====
export PLATFORM = sky130hd
export DESIGN_NAME = top_uart_loopback
export DESIGN_NICKNAME = top_uart_loopback
export VERILOG_FILES = /design/flow/design.v
export SDC_FILE = /design/flow/constraint.sdc
export NUM_CORES = 4
export LEC_CHECK = 1
export CORE_UTILIZATION = 50

===== constraint.sdc =====
current_design top_uart_loopback

set clk_period 3.6
set clk_io_pct 0.2

create_clock -name clk0 -period $clk_period [get_ports {clk}]

set non_clock_inputs [all_inputs -no_clocks]
set_input_delay [expr $clk_period * $clk_io_pct] -clock clk0 $non_clock_inputs
set_output_delay [expr $clk_period * $clk_io_pct] -clock clk0 [all_outputs]

===== design.v =====
module top_uart_loopback (
	input wire clk,
	input wire rst_n,
	input wire rx,
	output wire tx
);
	wire [7:0] loop_data;
	wire loop_valid;
	wire tick;
	reg [8:0] clk_cnt;
	reg tick_reg;
	assign tick = tick_reg;
	always @(posedge clk or negedge rst_n) begin
		if (!rst_n) begin
			clk_cnt  <= 9'd0;
			tick_reg <= 1'b0;
		end else begin
			if (clk_cnt == 434) begin
				clk_cnt  <= 9'd0;
				tick_reg <= 1'b1;
			end else begin
				clk_cnt  <= clk_cnt + 1;
				tick_reg <= 1'b0;
			end
		end
	end
	uart_rx u_rx (
		.clk(clk),
		.rst_n(rst_n),
		.rx(rx),
		.dout(loop_data),
		.rx_done(loop_valid)
	);
	uart_tx u_tx (
		.clk(clk),
		.rst_n(rst_n),
		.tick(tick),
		.start(loop_valid),
		.din(loop_data),
		.tx(tx),
		.busy()
	);
endmodule
module uart_rx (
	input wire clk,
	input wire rst_n,
	input wire rx,
	output reg [7:0] dout,
	output reg rx_done
);
	localparam IDLE  = 2'b00;
	localparam START = 2'b01;
	localparam DATA  = 2'b10;
	localparam STOP  = 2'b11;
	localparam CLKS_PER_BIT = 434;
	localparam CLKS_HALF    =217;
	reg [1:0] state;
	reg [8:0] clk_cnt;
	reg [2:0] bit_cnt;
	reg [7:0] shift_reg;
	always @(posedge clk or negedge rst_n) begin
		if (!rst_n) begin
			state <= IDLE;
			dout      <= 8'd0;
			rx_done   <= 1'b0;
			clk_cnt   <= 9'd0;
			bit_cnt   <= 3'd0;
			shift_reg <= 8'd0;
		end else begin
			case (state)
				IDLE: begin
					rx_done <= 1'b0;
					clk_cnt <= 9'd0;
					bit_cnt <= 3'd0;
					if (rx == 1'b0) begin
						state <= START;
					end
				end
				START: begin
					if (clk_cnt == CLKS_HALF) begin
						if (rx == 1'b0) begin
							clk_cnt <= 9'd0;
							state   <= DATA;
						end else begin
							state <= IDLE;
						end
					end else begin
						clk_cnt <= clk_cnt + 1;
					end
				end
				DATA: begin
					if (clk_cnt == CLKS_PER_BIT) begin
						clk_cnt <= 9'd0;
						shift_reg <= {rx, shift_reg[7:1]};
						if (bit_cnt == 3'd7) begin
							state <= STOP;
						end else begin
							bit_cnt <= bit_cnt + 1;
						end
					end else begin
						clk_cnt <= clk_cnt + 1;
					end
				end
				STOP: begin
					if (clk_cnt == CLKS_PER_BIT) begin
						state   <= IDLE;
						dout    <= shift_reg;
						rx_done <= 1'b1;
					end else begin
						clk_cnt <= clk_cnt + 1;
					end
				end
			endcase
		end
	end
endmodule
module uart_tx	(
	input wire clk,
	input wire rst_n,
	input wire tick,
	input wire start,
	input wire [7:0] din,
	output reg tx,
	output reg busy
);
	localparam IDLE  = 2'b00;
	localparam START = 2'b01;
	localparam DATA  = 2'b10;
	localparam STOP  = 2'b11;
	reg [1:0] state;
	reg [2:0] bit_cnt;
	reg [7:0] data_reg;
	always @(posedge clk or negedge rst_n) begin
		if (!rst_n) begin
			state    <= IDLE;
			tx       <= 1'b1;
			busy     <= 1'b0;
			bit_cnt  <= 3'd0;
			data_reg <= 8'd0;
		end else begin
			case (state)
				IDLE: begin
					tx <= 1'b1;
					busy <= 1'b0;
					if (start == 1'b1) begin
						state    <= START;
						data_reg <= din;
						busy     <= 1'b1;
					end
				end
				START: begin
					tx <= 1'b0;
					if (tick == 1'b1) begin
						state <= DATA;
						bit_cnt <= 3'd0;
					end
				end
				DATA: begin
					tx <= data_reg[0];
					if (tick == 1'b1) begin
						if (bit_cnt == 3'd7) begin
							state <= STOP;
						end else begin
							data_reg <= data_reg >>1;
							bit_cnt <= bit_cnt + 1;
						end
					end
				end
				STOP: begin
					tx <= 1'b1;
					if (tick == 1'b1) begin
						state <= IDLE;
						busy  <= 1'b0;
					end
				end
			endcase
		end
	end	
endmodule

==> impl_metrics.py <==
# Physical implementation metrics
metrics = {
    "run_status": {
        "outcome": "completed",
    },
    "synth": {
        "synth.top_cells.by_area": "dfrtp_1, mux2_1, a22o_1, ha_1, nor2_1",
        "synth_seq_share_pct": 54.32,
        "yosys_warnings": 3,
        "async_flop_share_pct": 100.0,
        "netlist_area_um2": 2725,
        "syn_inst": 240,
        "top_cells_by_count": "dfrtp_1, nor2_1, nand2_1, mux2_1, a22o_1",
        "yosys_cells": 240,
        "synth_flops": 59,
        "ys.flop_type": "dfrtp_1",
        "top_cell": "dfrtp_1",
        "avgSynthCellArea_um2": 11.35,
        "yosysChipArea_um2": 2725,
        "yosysTopAreaCellShare_pct": 51.42,
        "top_area_cell": "dfrtp_1",
        "edf_count": 0,
        "ys_types": 40,
    },
    "pwr": {
        "ir_worst_vdd_v": 0.0003000,
        "power.leakage_nw": 1.476,
        "p_per_area_nw_per_um2": 439.0,
    },
    "timing": {
        "relSlewSlack_pct": 39.06,
        "period_minus_slack_ps": 2267,
        "setup_viol_count_final": 0,
        "tightest_slew_ps": 910.7,
        "rsz0062_at_grt": "false",
        "skew_ps": 5.741,
        "max_freq_mhz": 441.2,
        "post-route-period-util_pct": 62.97,
        "finalHoldViolations": 0,
        "setup_tns_ps": 0,
        "final_max_slew_viol_count": 0,
    },
    "critical_path": {
        "path_max_fanout": 15,
        "critPathBufInv": 0,
        "cp_top_family": "simple AND/OR/NAND/NOR gates",
        "cpPeakStageDelay_ps": 720,
        "cp_cell_sequence": "ha_1, ha_1, nor2b_1, mux2i_1, nor2_1, a21oi_1",
        "crit_type": "flop to flop",
        "crit_path_end_kind": "flop",
        "reg2regPathDepth": 6,
        "r2r_slack_ps": 1330,
        "critPathArrivalTime_ps": 2420,
        "path_common_cell": "ha_1",
        "critPathLaunchType": "flop",
        "cp_data_required_time_ps": 3760,
        "reg2reg_from": "u_tx.bit_cnt[0]",
        "regToRegEndpoint": "u_tx.data_reg[0]",
        "slowest_stage": "nor2_1",
    },
    "global_routing": {
        "grt_max_degree": 39,
        "grt_pass1_wl_mm": 7.645,
        "gr-total-overflow": 0,
        "grt_pass1_vias": 1711,
        "grt_use_total_pct": 17.94,
        "antenna_found_initial": 0,
    },
    "clock_network": {
        "cts_setup_buffers": 0,
        "cts_tree": "yes",
        "root_buffer": "clkbuf_8",
        "clock_latency_ps": 320,
        "clk_pin_slew_ps": 60,
        "post_cts_resized": 0,
        "cts_hold_buf": 0,
        "cts_sinks": 59,
        "cts_htree_levels": 3,
        "cts_buffer_depth": 2,
        "cts_buffers": 9,
    },
    "final_layout": {
        "drive_gt1_share_pct": 9.562,
        "largest_registers": "clk_cnt x9, u_rx.clk_cnt x9",
        "finish.instance_area_um2": 2987,
        "nFillCells": 416,
        "fin_cells": 321,
        "syn2layout_area_growth_pct": 9.596,
    },
    "floorplanning": {
        "core-area_um2": 5172,
        "die_width_um": 75.83,
        "die_area_um2": 5749,
        "initial_utilization_pct": 52.69,
        "ios": 4,
        "fp-row-count": 26,
        "fp.dieH_um": 75.83,
    },
    "placement": {
        "place_inst": 307,
        "gp_congestion": 0.8117,
        "portBuffers": 3,
        "placed_cell_area_um2": 2819,
        "hpwl_mm": 3.051,
    },
    "detailed_routing": {
        "drtPass1Iterations": 4,
        "drc": 0,
        "vias": 1788,
        "drt-total-wl_mm": 4.449,
        "ant_nets": 0,
        "vias_per_cell": 5.570,
        "n_antenna_cell": 0,
        "drt_iter0_drc": 101,
        "wl_per_cell_um": 13.86,
    },
    "job": {
        "warning_count": 28,
        "max_cap_viol_count": 0,
    },
    "worst_hold_path": {
        "hp-class": "input pin to asynchronous set/reset pin",
    },
}
==> logic make-up after synthesis <==
group,Yosys count,share of synthesized area (%)
simple gates,74,13.82
flops,59,54.32
compound gates,48,12.86
mux,25,9.963
buf+inv,17,2.342
fa+ha+maj,9,4.132
xor+xnor,8,2.571
==> worst register-to-register path, stage by stage, from the launching register on <==
cell,delay (ps)
dfrtp_1,410
ha_1,220
ha_1,260
nor2b_1,220
mux2i_1,120
nor2_1,720
a21oi_1,150
==> cell type report <==
type                            instances  area (µm²)  share of cell area [%]
Sequential cell                        59        1480                   49.56
Multi-Input combinational cell        164        1181                   39.55
Clock buffer                           12       155.1                   5.195
Tap cell                               70       87.58                   2.933
Inverter                               10       37.54                   1.257
Timing Repair Buffer                    4       32.53                   1.089
Clock inverter                          2       12.51                  0.4189
==> cells in the final DEF, fill, tap and decap left out, types with 2 or more instances in the layout <==
| cell type | n |
|---|---|
| xor2_1 | 4 |
| nor2_1 | 22 |
| nor3_1 | 2 |
| nand3_1 | 8 |
| nand3b_1 | 2 |
| dfstp_2 | 3 |
| a22o_1 | 14 |
| a21oi_1 | 7 |
| a21o_1 | 3 |
| clkbuf_8 | 11 |
| nor2b_1 | 4 |
| nand2_1 | 19 |
| mux2_1 | 17 |
| mux2i_1 | 8 |
| o21ai_0 | 6 |
| inv_1 | 10 |
| ha_1 | 9 |
| dfrtp_1 | 56 |
| o21ai_1 | 9 |
| and3_1 | 6 |
| clkdlybuf4s50_1 | 2 |
| xnor2_1 | 4 |
| nand2b_1 | 2 |
==> worst max-delay path by stage <==
stage                      startpoint                to  slack, ps  depth (start not counted)
after CTS             u_tx.bit_cnt[0]  u_tx.data_reg[0]       1340                          6
after global routing  u_tx.bit_cnt[0]  u_tx.data_reg[0]       1100                          7
final                 u_tx.bit_cnt[0]  u_tx.data_reg[0]       1330                          6
==> report_power, final <==
part	internal [mW]	total, mW	switching [mW]	leakage, nW
Sequential	0.683	0.716	0.0331	0.791
Clock	0.278	0.509	0.230	0.0843
Combinational	0.0368	0.0860	0.0492	0.601
Total	0.998	1.31	0.313	1.48
==> per-stage QoR <==
stage,power [mW],hold WS [ps],setup WS (ps),util (%)
final,1.311,344.0,1333,57.74
after global routing,1.372,376.5,1101,57.74
after CTS,1.324,345.2,1341,57.74
after detailed placement,0.8111,475.2,1270,54.50
after global placement,0.8078,465.5,1326,54.50
after floorplan,0.7740,424.4,1672,-
==> layer usage <==
layer  global-route usage, %  vias to the layer above  part of all wire [%]
met3                   3.083                        9                   3.4
li1                        -                      870                     -
met2                   26.16                       39                    43
met4                   3.498                        0                   1.8
met1                   30.19                      870                    51
met5                       0                        -                     0
Power is estimated from default activity; no workload was simulated.
